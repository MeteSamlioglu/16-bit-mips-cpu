[/design/flow/design.v]
module adder_16_bit(sum, cout, a, b, c0);
output [15:0] sum;
output cout;  
input [15:0]a, b;
input c0;  
wire temp_cout_1;
adder_8_bit _8_bit_first(sum[7:0], temp_cout_1, a[7:0], b[7:0], c0);
adder_8_bit _8_bit_second(sum[15:8], cout, a[15:8], b[15:8], temp_cout_1);
endmodule
module adder_4_bit(sum, cout, a, b, c0);
input [3:0] a, b; 
input c0;  
output [3:0] sum;
output cout;  
wire c1, c2, c3;  
full_adder fullAdder1(sum[0], c1, c0, a[0], b[0]);
full_adder full_adder2(sum[1], c2, c1, a[1], b[1]);
full_adder full_adder3(sum[2], c3, c2, a[2], b[2]);
full_adder full_adder4(sum[3], cout, c3, a[3], b[3]);
endmodule
module adder_8_bit(sum, cout, a, b, c0);
input [7:0]a, b;  
input c0;  
output [7:0] sum; 
output cout;  
wire temp_carry_out;
adder_4_bit _4_bit_first(sum[3:0], temp_carry_out, a[3:0], b[3:0], c0);
adder_4_bit _4_bit_second(sum[7:4], cout, a[7:4], b[7:4], temp_carry_out);
endmodule
module alu_16_bit(sum, zeroBit, a, b, AluOp);
output [15:0]sum;
input [15:0] a, b;
input [3:0] AluOp; 
wire carry_out, coutSUB, coutSLT, coutMult, MSB, coutTwo;
wire[15:0] ORresult, ANDresult, XORresult, NORresult, SLTresult, ADDresult, SUBresult, MULTresult, SLLresult, SRLresult;
wire[15:0] ones_compelement;
wire[15:0] twos;
wire temp;  
output zeroBit;  
or_16_bit or1(.resOR(ORresult), .a(a), .b(b));
and_16_bit and1(.resAND(ANDresult), .a(a), .b(b));
xor_16_bit xor1(.resXOR(XORresult), .a(a), .b(b));
adder_16_bit adder1(.sum(ADDresult), .cout(carry_out), .a(a), .b(b), .c0(1'b0));
xor_16_bit xor2(ones_compelement, 16'hFFFF, b);
   adder_16_bit adder2(SUBresult, coutSUB, a, ones_compelement ,1'b1);
and(MSB, SUBresult[15], 1'b1);
adder_16_bit adder3(SLTresult, coutSLT, 16'b0000_0000_0000_0000, 16'b0000_0000_0000_0000, MSB);
sll_module sll_operation (.alu_in(b),.shamt(5'b00001), .shifted_bits(SLLresult));
srl_module srl_operation (.alu_in(b),.shamt(5'b00001), .shifted_bits(SRLresult));
multiplexer_8x1 MUX0(sum[0], ANDresult[0], SLTresult[0], SLLresult[0], SUBresult[0], ADDresult[0], ORresult[0], SUBresult[0], SRLresult[0], AluOp[2], AluOp[1], AluOp[0]);
multiplexer_8x1 MUX1(sum[1], ANDresult[1], SLTresult[1], SLLresult[1], SUBresult[1], ADDresult[1], ORresult[1], SUBresult[1], SRLresult[1], AluOp[2], AluOp[1], AluOp[0]);
multiplexer_8x1 MUX2(sum[2], ANDresult[2], SLTresult[2], SLLresult[2], SUBresult[2], ADDresult[2], ORresult[2], SUBresult[2], SRLresult[2], AluOp[2], AluOp[1], AluOp[0]);
multiplexer_8x1 MUX3(sum[3], ANDresult[3], SLTresult[3], SLLresult[3], SUBresult[3], ADDresult[3], ORresult[3], SUBresult[3], SRLresult[3], AluOp[2], AluOp[1], AluOp[0]);
multiplexer_8x1 MUX4(sum[4], ANDresult[4], SLTresult[4], SLLresult[4], SUBresult[4], ADDresult[4], ORresult[4], SUBresult[4], SRLresult[4], AluOp[2], AluOp[1], AluOp[0]);
multiplexer_8x1 MUX5(sum[5], ANDresult[5], SLTresult[5], SLLresult[5], SUBresult[5], ADDresult[5], ORresult[5], SUBresult[5], SRLresult[5], AluOp[2], AluOp[1], AluOp[0]);
multiplexer_8x1 MUX6(sum[6], ANDresult[6], SLTresult[6], SLLresult[6], SUBresult[6], ADDresult[6], ORresult[6], SUBresult[6], SRLresult[6], AluOp[2], AluOp[1], AluOp[0]);
multiplexer_8x1 MUX7(sum[7], ANDresult[7], SLTresult[7], SLLresult[7], SUBresult[7], ADDresult[7], ORresult[7], SUBresult[7], SRLresult[7], AluOp[2], AluOp[1], AluOp[0]);
multiplexer_8x1 MUX8(sum[8], ANDresult[8], SLTresult[8], SLLresult[8], SUBresult[8], ADDresult[8], ORresult[8], SUBresult[8], SRLresult[8], AluOp[2], AluOp[1], AluOp[0]);
multiplexer_8x1 MUX9(sum[9], ANDresult[9], SLTresult[9], SLLresult[9], SUBresult[9], ADDresult[9], ORresult[9], SUBresult[9], SRLresult[9], AluOp[2], AluOp[1], AluOp[0]);
multiplexer_8x1 MUX10(sum[10], ANDresult[10], SLTresult[10], SLLresult[10], SUBresult[10], ADDresult[10], ORresult[10], SUBresult[10], SRLresult[10], AluOp[2], AluOp[1], AluOp[0]);
multiplexer_8x1 MUX11(sum[11], ANDresult[11], SLTresult[11], SLLresult[11], SUBresult[11], ADDresult[11], ORresult[11], SUBresult[11], SRLresult[11], AluOp[2], AluOp[1], AluOp[0]);
multiplexer_8x1 MUX12(sum[12], ANDresult[12], SLTresult[12], SLLresult[12], SUBresult[12], ADDresult[12], ORresult[12], SUBresult[12], SRLresult[12], AluOp[2], AluOp[1], AluOp[0]);
multiplexer_8x1 MUX13(sum[13], ANDresult[13], SLTresult[13], SLLresult[13], SUBresult[13], ADDresult[13], ORresult[13], SUBresult[13], SRLresult[13], AluOp[2], AluOp[1], AluOp[0]);
multiplexer_8x1 MUX14(sum[14], ANDresult[14], SLTresult[14], SLLresult[14], SUBresult[14], ADDresult[14], ORresult[14], SUBresult[14], SRLresult[14], AluOp[2], AluOp[1], AluOp[0]);
multiplexer_8x1 MUX15(sum[15], ANDresult[15], SLTresult[15], SLLresult[15], SUBresult[15], ADDresult[15], ORresult[15], SUBresult[15], SRLresult[15], AluOp[2], AluOp[1], AluOp[0]);
or(temp,sum[0],sum[1],sum[2],sum[3],sum[4],sum[5],sum[6],sum[7],sum[8],
   sum[9],sum[10],sum[11],sum[12],sum[13],sum[14],sum[15]);
not(zeroBit, temp);  
endmodule
module and_16_bit(resAND, a, b);
input[15:0] a, b;
output [15:0] resAND;
and AND0(resAND[0], a[0], b[0]);
and AND1(resAND[1], a[1], b[1]);
and AND2(resAND[2], a[2], b[2]);
and AND3(resAND[3], a[3], b[3]);
and AND4(resAND[4], a[4], b[4]);
and AND5(resAND[5], a[5], b[5]);
and AND6(resAND[6], a[6], b[6]);
and AND7(resAND[7], a[7], b[7]);
and AND8(resAND[8], a[8], b[8]);
and AND9(resAND[9], a[9], b[9]);
and AND10(resAND[10], a[10], b[10]);
and AND11(resAND[11], a[11], b[11]);
and AND12(resAND[12], a[12], b[12]);
and AND13(resAND[13], a[13], b[13]);
and AND14(resAND[14], a[14], b[14]);
and AND15(resAND[15], a[15], b[15]);
endmodule
module full_adder(sum, carry_out, carry_in, a, b);
input a, b, carry_in;
output carry_out, sum;
wire carry_out_1, carry_out_2, Tsum;
half_adder s1(Tsum, carry_out_1, a, b);
half_adder s2(sum, carry_out_2, Tsum, carry_in);
or last_carry_out(carry_out, carry_out_1, carry_out_2);  
endmodule
module half_adder(sum, cout, a, b);
input a, b;
output sum, cout;
xor xor1(sum, a, b);
and and1(cout, a, b);
endmodule
module multiplexer_4x1(Result, I0, I1, I2, I3, s0, s1, E);
output Result;  
input I0, I1, I2, I3;
input s0, s1, E;  
wire wire1, wire2, wire3, wire4, s0_, s1_;
wire tempRes; 
not not1(s0_, s0);  
not not2(s1_, s1);  
and and1(wire1,I0, s0_, s1_);  
and and2(wire2,I1, s0_, s1);  
and and3(wire3,I2, s0, s1_);  
and and4(wire4,I3, s0, s1);  
or or1(tempRes, wire1, wire2, wire3, wire4);  
and and5(Result, tempRes, E);  
endmodule
module multiplexer_8x1(Res, I0, I1, I2, I3, I4, I5, I6, I7, s0, s1, s2);
input I0, I1, I2, I3, I4, I5 ,I6 ,I7;
output Res;  
input s0, s1, s2;  
wire mux1_temp, mux2_temp;
wire _s2;  
not enable(_s2, s2);  
multiplexer_4x1 mux1(mux1_temp, I0, I1, I2, I3, s0, s1, s2);
multiplexer_4x1 mux2(mux2_temp, I4, I5, I6, I7, s0, s1, _s2);
or(Res, mux1_temp, mux2_temp);  
endmodule
module or_16_bit(resOR, a, b);
input [15:0] a, b;
output [15:0]resOR;
or or0(resOR[0], a[0], b[0]);
or or1(resOR[1], a[1], b[1]);
or or2(resOR[2], a[2], b[2]);
or or3(resOR[3], a[3], b[3]);
or or4(resOR[4], a[4], b[4]);
or or5(resOR[5], a[5], b[5]);
or or6(resOR[6], a[6], b[6]);
or or7(resOR[7], a[7], b[7]);
or or8(resOR[8], a[8], b[8]);
or or9(resOR[9], a[9], b[9]);
or or10(resOR[10], a[10], b[10]);
or or11(resOR[11], a[11], b[11]);
or or12(resOR[12], a[12], b[12]);
or or13(resOR[13], a[13], b[13]);
or or14(resOR[14], a[14], b[14]);
or or15(resOR[15], a[15], b[15]);
endmodule
module sll_module (
  input [15:0] alu_in,  
  input [4:0]  shamt,  
  output [15:0] shifted_bits  
);  
  assign shifted_bits = alu_in << shamt; 
endmodule
module srl_module (
  input [15:0] alu_in,  
  input [4:0]  shamt,  
  output [15:0] shifted_bits  
);  
  assign shifted_bits = alu_in >> shamt; 
endmodule
module xor_16_bit(resXOR, a, b);
input [15:0] a,b;
output [15:0] resXOR;
xor xor0(resXOR[0], a[0], b[0]);
xor xor1(resXOR[1], a[1], b[1]);
xor xor2(resXOR[2], a[2], b[2]);
xor xor3(resXOR[3], a[3], b[3]);
xor xor4(resXOR[4], a[4], b[4]);
xor xor5(resXOR[5], a[5], b[5]);
xor xor6(resXOR[6], a[6], b[6]);
xor xor7(resXOR[7], a[7], b[7]);
xor xor8(resXOR[8], a[8], b[8]);
xor xor9(resXOR[9], a[9], b[9]);
xor xor10(resXOR[10], a[10], b[10]);
xor xor11(resXOR[11], a[11], b[11]);
xor xor12(resXOR[12], a[12], b[12]);
xor xor13(resXOR[13], a[13], b[13]);
xor xor14(resXOR[14], a[14], b[14]);
xor xor15(resXOR[15], a[15], b[15]);
endmodule
[/design/flow/run.sh]
#!/bin/bash
# OpenROAD 26Q1-2900-gdf79404cd8, Yosys 0.63+post, stock flow scripts
make -C /OpenROAD-flow-scripts/flow DESIGN_CONFIG=/design/flow/config.mk WORK_HOME=/design/flow/orfs finish
[/design/flow/config.mk]
export PLATFORM = sky130hd
export DESIGN_NAME = alu_16_bit
export DESIGN_NICKNAME = alu_16_bit
export VERILOG_FILES = /design/flow/design.v
export SDC_FILE = /design/flow/constraint.sdc
export NUM_CORES = 4
export LEC_CHECK = 1
export CORE_UTILIZATION = 40
[/design/flow/constraint.sdc]
current_design alu_16_bit

set clk_period 11.8
set clk_io_pct 0.2

create_clock -name clk0 -period $clk_period

set non_clock_inputs [all_inputs -no_clocks]
set_input_delay [expr $clk_period * $clk_io_pct] -clock clk0 $non_clock_inputs
set_output_delay [expr $clk_period * $clk_io_pct] -clock clk0 [all_outputs]
==> flow_summary.json <==
{
  "first_pass_iters": 5,
  "crit_path_max_fanout": 2,
  "drv_cap": 0,
  "ios": 53,
  "min_path_type": "in2out",
  "warning_count": 64,
  "fin_area_um2": 2880,
  "core_area_um2": 5510,
  "hold_viol_final": 0,
  "min_path_cells": 7,
  "grt_use_total": 0.176,
  "ff_count": 0,
  "first_iter_violations": 90,
  "fillers": 543,
  "vdd_drop_max_mv": 0.0214,
  "postSynthSeqShare": 0,
  "synthDistinctLibCells": 34,
  "hold_end": "sum[1]",
  "die_x_um": 77.8,
  "route.layer.met1.wl_um": 2320,
  "critPathLaunchType": "primary input",
  "pwr-share-comb": 1.000,
  "min_period_ns": 11.54,
  "placement.cell_area_um2": 2780,
  "stdcell_count": 382,
  "crit_buf_inv": 4,
  "wl_um": 4780,
  "syn_avg_cell_area_um2": 8.48,
  "vias_per_cell": 4.98,
  "rsz0062_at_grt": "false",
  "worstSetupPathType": "in2out",
  "hpwl_um": 3770,
  "slowest_delay_ns": 0.38,
  "met2_length_um": 2200,
  "initial_core_util": 0.417,
  "yosys-stat-area_um2": 2300,
  "dpl.cell_count": 381,
  "syn2layout_area_growth_pct": 25.5,
  "syn_area_um2": 2300,
  "p_leak_nw": 1.29,
  "top_cells_by_area": "fa_1 (24%), ha_1 (18%), mux2i_1 (8.7%)",
  "grt_pass1_wl_um": 8430,
  "cp_data_required_time_ns": 9.44,
  "critPathLaunch": "a[0]",
  "top_cell_area_share": 0.244,
  "grt_overflow": 0,
  "cpMostUsedCell": "fa_2",
  "grt_max_degree": 56,
  "clkbuf_count": 0,
  "seq_area_um2": 0,
  "hp-start": "b[0]",
  "std_cell_rows": 27,
  "internal_power_mw": 0.0668,
  "insertedDiodeCount": 0,
  "wl_met3_um": 263,
  "routed.top_layer": "met3",
  "cp_top_family": "adder cells",
  "layout.cells.most_common": "clkdlybuf4s50_1",
  "wl_per_cell_um": 12.5,
  "crit_path_top_delay_cell": "fa_2",
  "min_period_over_period": 0.978,
  "setup_slack_ns": 0.260,
  "seqPwrFrac": 0,
  "place_ws_ns": -0.897,
  "grt_pass1_vias": 1806,
  "postRouteAntennaNets": 0,
  "netSwitchingPower_mw": 0.0577,
  "io_buffers": 52,
  "drcViolationCount": 0,
  "die-height_um": 77.8,
  "relSlewSlack": 0.560,
  "slew_viol_final": 0,
  "end_kind": "output port",
  "tightest_slew_ns": 0.659,
  "drive_gt1_frac": 0.213,
  "cp.arrival_ns": 9.18,
  "switching_share": 0.463,
  "antenna_found_initial": 0,
  "top_area_cell": "fa_1",
  "finalSetupViolations": 0,
  "max_freq_mhz": 86.7,
  "ys_cells": 271,
  "hold_slack_ns": 5.80,
  "vias": 1901,
  "gp_congestion": 0.784,
  "outcome": "finished, final reports clean",
  "syn-instance-count": 271,
  "layout_top_cells": "clkdlybuf4s50_1 (46), inv_1 (34), ha_1 (32), fa_2 (23)",
  "clock_power_share": 0,
  "dieArea_um2": 6050,
  "yosys_warnings": 0,
  "cp.depth": 25,
  "power_density_nw_per_um2": 43.2
}
## worst max-delay path by stage
stage | end
global route | zeroBit
finish | zeroBit
CTS | zeroBit
## cell type report
type,count,area [um^2],area share
Inverter,37,139,0.0482
Multi-Input combinational cell,200,1990,0.691
Tap cell,72,90.1,0.0313
Timing Repair Buffer,73,663,0.230
## tightest hold or removal path, stage by stage
cell and delay [ns]:
buf_2 0.12, buf_4 0.13, inv_1 0.06, a211oi_1 0.07, a31oi_1 0.14, a21oi_1 0.15
clkdlybuf4s50_1 0.41
## Yosys cell counts (all sizes together)
cell type  count
a211o          1
a211oi         4
a21o           1
a21oi         15
a31oi          3
and2           1
and4b          1
buf           34
fa            28
ha            33
inv           37
mux2           1
mux2i         20
nand2         16
nand2b         1
nand3         11
nor2          19
nor2b          1
nor4           1
nor4b          1
nor4bb         1
o211ai         7
o21ai         16
o221a          7
o221ai         4
o22ai          2
o311ai         2
or2            1
xnor2          1
xor2           1
## power by group through the flow
stage / Clock [mW] / Combinational [mW] / Sequential (mW)
after CTS: 0 / 0.125 / 0
final: 0 / 0.125 / 0
after global routing: 0 / 0.142 / 0
## timing repair
| action | in CTS | in global routing |
|---|---|---|
| setup buffers | 2 | 0 |
| endpoints found under the setup margin | 4 | 3 |
| gates resized | 43 | 2 |
| pin swaps | 21 | 9 |
| hold buffers | 0 | 0 |
## per-stage QoR
| step | utilization | power, mW | TNS [ns] |
|---|---|---|---|
| 3_3_place_gp | 0.505 | 0.118 | -2.16 |
| 6_report | 0.524 | 0.125 | 0 |
| 5_1_grt | 0.524 | 0.142 | 0 |
| 4_1_cts | 0.521 | 0.125 | 0 |
| 3_5_place_dp | 0.505 | 0.118 | -2.20 |
| 2_1_floorplan | - | 0.0799 | 0 |
## cells by family after synthesis
family                   count (synthesis)  synth area share
AND/OR/NAND/NOR                         54             0.111
AND-OR/OR-AND                           62             0.187
multiplexers                            21            0.0920
XOR/XNOR                                 2           0.00763
adder cells (fa/ha/maj)                 61             0.424
buffers and inverters                   71             0.179
## metal layers
metal	vias to the layer above	global-route usage
li1	977	-
met3	0	0.0131
met4	0	0
met1	870	0.291
met2	54	0.276
met5	-	0
Power and IR drop assume default switching activity.
