$ cat design/flow/design.v
module control_unit(opcode, beq, regDst, memRead, memWrite, memToReg, AluSrc, AluOp, regWrite, jump);
input [5:0] opcode;
output beq, regDst, memRead, memWrite, memToReg, AluSrc, regWrite, jump;
output [3:0]AluOp;
assign beq = ~opcode[3]&opcode[2];  
assign regDst = ~opcode[3]& ~opcode[2]& ~opcode[1];  
assign memRead = opcode[5]& ~opcode[3];  
assign memToReg = opcode[5]& ~opcode[3];  
assign memWrite = opcode[5]& opcode[3];  
assign regWrite = (~opcode[3]& ~opcode[2])|(~opcode[5]& opcode[3]);
assign jump = ~opcode[5]& ~opcode[3]& opcode[1];
assign AluSrc = opcode[5] | (~opcode[3]& opcode[2]) | (opcode[3]& ~opcode[2]);
assign AluOp[3] = (opcode[3]& opcode[2])|(~opcode[5]& ~opcode[2]& opcode[0]);
assign AluOp[2] = (opcode[1]& ~opcode[0])|(~opcode[3]& opcode[2]);
assign AluOp[1] = opcode[5]|(opcode[1]& ~opcode[0])|(opcode[3]& opcode[0]);
assign AluOp[0] = (opcode[5]& opcode[3])|(~opcode[3]& ~opcode[1]& opcode[0])|(~opcode[3]& opcode[1]& ~opcode[0])|(opcode[3]& ~opcode[1]& ~opcode[0]);
endmodule
$ cat design/flow/run.sh
#!/bin/bash
# OpenROAD 26Q1-2900-gdf79404cd8, Yosys 0.63+post, stock flow scripts
make -C /OpenROAD-flow-scripts/flow DESIGN_CONFIG=/design/flow/config.mk WORK_HOME=/design/flow/orfs finish
$ cat design/flow/config.mk
export PLATFORM = sky130hd
export DESIGN_NAME = control_unit
export DESIGN_NICKNAME = control_unit
export VERILOG_FILES = /design/flow/design.v
export SDC_FILE = /design/flow/constraint.sdc
export NUM_CORES = 4
export LEC_CHECK = 1
export CORE_AREA = 10 10 70 70
export DIE_AREA = 0 0 80 80
$ cat design/flow/constraint.sdc
current_design control_unit

set clk_period 1.1
set clk_io_pct 0.2

create_clock -name clk0 -period $clk_period

set non_clock_inputs [all_inputs -no_clocks]
set_input_delay [expr $clk_period * $clk_io_pct] -clock clk0 $non_clock_inputs
set_output_delay [expr $clk_period * $clk_io_pct] -clock clk0 [all_outputs]
==> summary.txt <==
Pre-antenna DRT Iters = 2
Met3 Wirelength = 124 um
Avg Cell Area, Syn = 7.18 um^2
Power Total = 0.000147 W
Syn. warnings = 0
Area leader share = 10.1%
Switching Fraction = 30.8%
Int Power = 0.000102 W
Setup WS post-layout = -0.0192 ns
CP required = 0.88 ns
final slew viol count = 0
Layout fillers = 388
Hold Buf Count CTS = 0
layout cells sized above 1 = 65.9%
final non-filler cell total = 87
first-pass GRT wire length = 1.15 mm
OpenROAD warnings = 35
total core area = 0.00342 mm^2
CP startpoint kind = primary input
gate count after technology mapping = 19
final WL = 730 um
Final Hold Violating Endpoints = 0
FP Util = 3.99%
failing checks = negative setup slack
DIE AREA = 0.00640 mm^2
Tcrit/Tclk final = 102%
Std-Cell Rows = 21
Detail Route Antenna Nets = 0
Chip Width = 80 um
overall routing resource usage = 2.05%
Setup violations, final = 1
Sw Pwr = 0.0000452 W
Hold Path Class = in2out
Seq pwr share = 0%
clock buf count = 0
slew of the pin with the lowest slew margin = 0.135 ns
Leak = 0.209 nW
Cells on Worst Hold Path = 3
unrepaired setup endpoints after global routing = yes
register area = 0 um^2
cell taking the most area after synthesis = nor2b_4
crit-path max FO = 5
Crit path arrival time = 0.90 ns
post-detailed-placement half-perimeter wirelength = 598 um
DR iter-0 viols = 4
highest clock rate = 893 MHz
top layer in use = met3
final setup TNS = -0.0192 ns
Area Overhead vs Synth = 230%
Max-cap violations = 0
yosys cell count = 19
Port Buf Inserts = 17
post-synthesis sequential area ratio = 0%
worst vdd ir = 59.4 uV
Top cells by area = nor2b_4 (10%), nand2b_1 (9.2%), buf_6 (8.3%)
Inst Count DP = 85
GRT overflow = 0
status = finished with violations
Die Y = 80 um
vias per cell = 2.56
number of sequential cells = 0
WL per Instance = 8.39 um
PwrDens = 326 mW/mm^2
Remaining DRCs = 0
WL met2 = 314 um
routability cong. = 0.724
vias in the first global route = 244
Clock power frac = 0%
max_slew headroom = 90.9%
crit path kind = in2out
IO Count = 18
total number of vias = 223
YS chip area = 136 um^2
DRT met1 WL = 291 um
Post-Syn Area = 136 um^2
Period minus WS final = 1.12 ns
largest net degree at the start of global routing = 6
antenna violations before repair = 0
critical path endpoint category = output port
Cell Type Count = 17
combinational share of power = 100.0%
number of diodes = 0
cells by family after synthesis:
logic type      share of synthesized area [%]
compound gates                           15.6
xor+xnor                                 6.42
buf+inv                                  13.8
mux                                      8.26
simple gates                             56.0
area by class of cell:
| cell class | instances | area, um^2 | area share, % |
|---|---|---|---|
| repair buffers | 24 | 239 | 53.1 |
| multi-input cells | 17 | 154 | 34.2 |
| well taps | 46 | 57.6 | 12.8 |
what timing repair did:
action / CTS / global route
buffers inserted: 2 / 0
resized: 60 / 6
setup endpoints to repair: 12 / 6
gates cloned: 1 / 0
pin swaps: 5 / 2
worst paths after layout:
| path | start | endpoint | slack, ns |
|---|---|---|---|
| setup / recovery | opcode[3] | AluSrc | -0.02 |
| hold / removal | opcode[5] | AluSrc | 0.72 |
through the flow:
step	setup slack, ns	utilization [%]	area, um^2	hold WS [ns]
after floorplan	0.174	-	136	0.453
after global placement	-0.830	11.2	383	1.46
after detailed placement	-0.838	11.2	383	1.45
after CTS	-0.0978	13.3	453	0.713
after global routing	-0.0528	13.2	450	0.743
final	-0.0192	13.2	450	0.716
routing by layer:
metal | vias up | GRT usage, %
li1 | 110 | -
met1 | 101 | 2.31
met2 | 12 | 3.45
met3 | 0 | 1.25
met4 | 0 | 0
met5 | - | 0
synth_stat cells:
master,number
a21oi_1,1
a22o_1,1
and2_1,1
and2b_1,1
buf_4,1
buf_6,1
mux2_2,1
nand2_1,1
nand2b_1,2
nor2_1,2
nor2b_1,1
nor2b_4,1
nor3_1,1
nor3b_1,1
o21bai_1,1
or3_1,1
xor2_1,1
worst max-delay path, cell delays in order:
cell and delay (ns):
buf_12 0.11, nor2b_1 0.11, or3_1 0.34, buf_2 0.12
cells in the final DEF (no fill, tap or decap), drive strengths merged:
cell type | Yosys | layout
or3 | 1 | 1
and2b | 1 | 1
dlygate4sd2 | 0 | 4
clkdlybuf4s15 | 0 | 3
xor2 | 1 | 1
o21bai | 1 | 1
nand2 | 1 | 1
clkbuf | 0 | 2
mux2 | 1 | 1
nor3b | 1 | 1
a21oi | 1 | 1
bufbuf | 0 | 1
nand2b | 2 | 2
buf | 2 | 14
nor2b | 2 | 2
and2 | 1 | 1
nor2 | 2 | 2
a22o | 1 | 1
nor3 | 1 | 1
power groups by stage:
stage	clock network, W	logic (W)	registers, W
4_1_cts	0	0.000149	0
5_1_grt	0	0.000162	0
6_report	0	0.000147	0
No activity file was given, so power comes from the tool's default toggle rates.
