File: config.mk
export PLATFORM = sky130hd
export DESIGN_NAME = alu_control
export DESIGN_NICKNAME = alu_control
export VERILOG_FILES = /design/flow/design.v
export SDC_FILE = /design/flow/constraint.sdc
export NUM_CORES = 4
export LEC_CHECK = 1
export CORE_AREA = 10 10 70 70
export DIE_AREA = 0 0 80 80
File: constraint.sdc
current_design alu_control

set clk_period 2.8
set clk_io_pct 0.2

create_clock -name clk0 -period $clk_period

set non_clock_inputs [all_inputs -no_clocks]
set_input_delay [expr $clk_period * $clk_io_pct] -clock clk0 $non_clock_inputs
set_output_delay [expr $clk_period * $clk_io_pct] -clock clk0 [all_outputs]
File: design.v
module alu_control(AluOp, func, outSignal);
input [3:0] AluOp;
output [2:0] outSignal;  
input [5:0] func;  
assign outSignal[2] = (~AluOp[3] & ~AluOp[1] & ~AluOp[0] & ~func[4] & ~func[3] & ~func[2] & func[1] & ~func[0]) | (~AluOp[3] & AluOp[2] & ~AluOp[1])| 
					 (~AluOp[3] & ~AluOp[1] & ~AluOp[0] & ~func[5] & ~func[4] & ~func[3]&~func[2]&~func[1]);
assign outSignal[1] = (~AluOp[3] & ~AluOp[2] & ~AluOp[1] & ~AluOp[0] & ~func[5] & ~func[4] & ~func[3] & ~func[2] & func[1] & ~func[0])| 
					(~AluOp[3] & ~AluOp[2] & ~AluOp[1] & ~AluOp[0] & func[5] & ~func[4] & ~func[3] & func[2] & ~func[1] & func[0])| 
				    (~AluOp[3] & ~AluOp[2] & ~AluOp[1] & ~AluOp[0] & func[5] & ~func[4] & func[3] & ~func[2] & func[1] & ~func[0])| 
				    (~AluOp[3] & AluOp[2] & ~AluOp[1] & AluOp[0]) | (~AluOp[3] & AluOp[2] & AluOp[1] & ~AluOp[0]) | (AluOp[3]&~AluOp[2]&AluOp[1]&~AluOp[0]);                  
assign outSignal[0] = (~AluOp[3] & ~AluOp[2] & ~AluOp[1] & ~AluOp[0] & ~func[5] & ~func[4] & ~func[3] & ~func[2] & ~func[1] & ~func[0])| 
					(~AluOp[3] & ~AluOp[2] & ~AluOp[1] & ~AluOp[0] & func[5] & ~func[4] & ~func[3] & func[2] & ~func[1] & ~func[0])| 
				    (~AluOp[3] & ~AluOp[2] & ~AluOp[1] & ~AluOp[0] & func[5] & ~func[4] & func[3] & ~func[2] & func[1] & ~func[0])| 
			    	(~AluOp[3] & AluOp[2] & ~AluOp[1] & AluOp[0]) | (~AluOp[3] & AluOp[2] & AluOp[1] & ~AluOp[0]) | (AluOp[3]&~AluOp[2]&~AluOp[1]&AluOp[0]);
endmodule
File: run.sh
#!/bin/bash
# OpenROAD 26Q1-2900-gdf79404cd8, Yosys 0.63+post, stock flow scripts
make -C /OpenROAD-flow-scripts/flow DESIGN_CONFIG=/design/flow/config.mk WORK_HOME=/design/flow/orfs finish
==> run notes <==
The flow ran to the end, and the final reports show no timing, DRC or antenna violations. The number of antenna violations at the first check in global routing is 1, and the arrival time at the worst endpoint is 2.14 ns. The share of the Yosys chip area taken by registers is 0%.

The tools report the element type at the critical path end as an output pin. For the number of setup buffers added after CTS, the log shows 0. The ratio of total power to cell area came out at 113 mW/mm^2.

With the final routed wire length divided by cell count at 8.81 um, the number of placed cells counting well taps is 82. The run gives 0 for the final-report hold violation count. Looking at the hold checks, the worst path lands on outSignal[0]. The global route stage reports its total congestion overflow as 0. The congestion estimate from routability-driven global placement came to 0.760. The global routing met3 resource utilization is 1.70%, and the ratio of final minimum period to clock period is 96.5%. For this run, the top clock speed supported by timing is 370 MHz. For this run, the number of standard cells in the final layout without fillers is 83. The run gives 731 um as the wire length reported by the detailed router.

The worst hold path was traced through 5 stages. The number of global-route vias before repair was 220. With the layout clock buffer count at 0, the number of fillers in the final layout is 396. Counting the warning lines in the Yosys log gives 0. Pin slew with the least headroom to its limit: 0.276 ns. The number of top-level pins is 13, and the number of sequential cells is 0. The run gives 2.24 ns as the worst endpoint required time.

By startpoint and endpoint, the worst setup path is classified as input port to output pin. Entering global routing, the biggest net connects 7 pins. For the utilization after layout, the log shows 11.6%. The startpoint identified for the worst hold timing path is func[5]. The fraction of final layout cells with drive strength greater than 1 is 16.7%, and the overall routing resource usage is 1.99%.

In this run, distinct cell masters in the synthesized netlist total 18. With the met2 track demand over resource at 2.41%, the number of hold buffers added after cts is 0. The shortest period the worst path allows was 2.70 ns.

After detailed routing, the number of vias per cell comes to 2.84. The post-synth design cell area is 165 um^2. The highest ir drop seen on vdd was 0.0245 mV. The region available for standard cell placement spans 0.00342 mm^2. With the yosys synthesis chip area at 165 um^2, the die span in y is 80 um. The final-report max-slew violation count came out at 0.

With the met1 layer usage reported by global route at 2.70%, the average cell area after synthesis is 7.86 um^2. Synthesis produced a netlist whose cell count is 21. Area overhead of the layout relative to synthesis: 139%. With the detailed-router iteration count before antenna repair at 3, the logic area is 178 um^2. The report lists the number of standard-cell rows as 21.

The detailed router finished its first iteration with 4 violations. Before placement the cells fill 4.84% of the core. The tools report the kind of launch point of the worst setup path as an input port. With the number of buffer cells added on primary ports at 13, the width of the chip is 80 um. The run gives 0.166 nW for the leakage power summed over all cells. The yosys stat cell total was 21; the largest fanout on the critical path was 4.

The final report lists the setup-violating endpoint count as 0. Headroom to the max-slew limit came out at 81.5%. With the first-pass GRT wire length at 1080 um, the remaining routing DRC violations is 0. The sequential cell area in the final layout is 0 um^2, and the full die area is 0.00640 mm^2.

Global route summary, busiest routing layer listed as met1. The run gives 32 for the count of tool warnings. With the vias after detailed routing at 236, the number of max-capacitance violations reported is 0. The kind of path behind the tightest hold check was input port to output pin.

The tools report the number of antenna-violating nets in the routed design as 0.
[cells in the final DEF, fill, tap and decap left out, types with 2 or more instances in the layout]
cell type        n
nor2_1           3
a32oi_1          2
dlymetal6s2s_1   5
buf_4            2
clkdlybuf4s50_1  8
[where the power goes]
| group | internal, mW | switching (mW) | leakage [nW] |
|---|---|---|---|
| clock network | 0.0000000477 | 0 | 0.00000634 |
| logic | 0.0266 | 0.0181 | 0.166 |
| registers | 0 | 0 | 0 |
[cells in the mapped netlist]
| master | n | area share, % |
|---|---|---|
| nor2_1 | 3 | 6.8 |
| nor3_1 | 1 | 3.0 |
| xor2_1 | 1 | 5.3 |
| nor4_1 | 1 | 3.8 |
| a21oi_1 | 1 | 3.0 |
| nor2b_1 | 1 | 3.8 |
| and4b_1 | 1 | 6.1 |
| o31ai_2 | 1 | 7.6 |
| a32oi_1 | 2 | 11 |
| o41ai_2 | 1 | 9.9 |
| nor3b_1 | 1 | 4.5 |
| a211oi_1 | 1 | 4.5 |
| xnor2_1 | 1 | 5.3 |
| nor4bb_1 | 1 | 6.1 |
| nand2_1 | 1 | 2.3 |
| mux2i_1 | 1 | 6.1 |
| a31oi_1 | 1 | 3.8 |
| nor3b_2 | 1 | 7.6 |
[per-stage QoR]
| stage | total power, mW | TNS [ns] | area (um^2) | hold slack, ns | worst slack [ns] |
|---|---|---|---|---|---|
| CTS | 0.0446 | 0 | 374 | 2.13 | 0.00217 |
| floorplan | 0.0133 | 0 | 165 | 1.14 | 1.21 |
| finish | 0.0447 | 0 | 395 | 1.78 | 0.0992 |
| global placement | 0.0425 | 0 | 368 | 2.12 | 0.0420 |
| detailed placement | 0.0437 | -0.0304 | 368 | 2.12 | -0.0304 |
| global route | 0.0487 | -0.0132 | 395 | 1.89 | -0.0132 |
[cells by family after synthesis]
kind of cell / share of synthesized area [%]
xor+xnor: 10.6
mux: 6.06
simple gates: 43.9
compound gates: 39.4
[area by class of cell]
class	instances	share of cell area, %
tap	46	14.6
multi-input combinational	21	44.9
timing repair buffer	15	39.9
antenna	1	0.633
[how the worst max path moves through the flow]
stage         startpoint           end  cells past startpoint  slack (ns)
CTS              func[2]  outSignal[1]                      5       0.002
global route     func[0]  outSignal[1]                      5       -0.01
finish           func[0]  outSignal[1]                      5         0.1
[worst max-delay path, stage by stage]
cell	delay (ns)
clkdlybuf4s50_1	0.49
nor3b_1	0.24
a32oi_1	0.10
o31ai_2	0.25
clkdlybuf4s50_1	0.50
[routing by layer]
layer  vias to the layer above  part of all wire [%]
met5                         -                     0
met4                         0                     0
met3                         0                    20
met2                        12                    27
met1                       103                    53
li1                        121                     -
[repair_timing]
item                                    CTS  global route
endpoints found under the hold margin     0             0
resized                                   1             6
endpoints found under the setup margin    1             2
pin swaps                                 0             1
Power and IR drop assume default switching activity.
